$ cat design/flow/config.mk
export PLATFORM = sky130hd
export DESIGN_NAME = ALU
export DESIGN_NICKNAME = ALU
export VERILOG_FILES = /design/flow/design.v
export SDC_FILE = /design/flow/constraint.sdc
export NUM_CORES = 4
export LEC_CHECK = 1
export CORE_UTILIZATION = 50
$ cat design/flow/constraint.sdc
current_design ALU

set clk_period 29.2
set clk_io_pct 0.2

create_clock -name clk0 -period $clk_period

set non_clock_inputs [all_inputs -no_clocks]
set_input_delay [expr $clk_period * $clk_io_pct] -clock clk0 $non_clock_inputs
set_output_delay [expr $clk_period * $clk_io_pct] -clock clk0 [all_outputs]
$ cat design/flow/run.sh
#!/bin/bash
# OpenROAD 26Q1-2900-gdf79404cd8, Yosys 0.63+post, stock flow scripts
make -C /OpenROAD-flow-scripts/flow DESIGN_CONFIG=/design/flow/config.mk WORK_HOME=/design/flow/orfs finish
$ cat design/flow/design.v
module ALU(
  input         clock,
  input         reset,
  input  [5:0]  io_sel,
  input  [31:0] io_oper1,
  input  [31:0] io_oper2,
  output        io_comparisonResult,
  output [31:0] io_result
);
  wire  _T = 6'h10 == io_sel;  
  wire [31:0] _T_3 = $signed(io_oper1) + $signed(io_oper2);  
  wire  _T_4 = 6'h11 == io_sel;  
  wire  _T_8 = 6'h12 == io_sel;  
  wire [31:0] _T_11 = $signed(io_oper1) - $signed(io_oper2);  
  wire  _T_12 = 6'h20 == io_sel;  
  wire [63:0] _T_13 = $signed(io_oper1) * $signed(io_oper2);  
  wire  _T_14 = 6'h4 == io_sel;  
  wire  _T_15 = 6'h5 == io_sel;  
  wire  _T_16 = $signed(io_oper1) == $signed(io_oper2);  
  wire  _T_17 = 6'h6 == io_sel;  
  wire  _T_18 = $signed(io_oper1) < $signed(io_oper2);  
  wire  _T_19 = 6'h8 == io_sel;  
  wire  _T_20 = 6'h9 == io_sel;  
  wire  _T_21 = 6'ha == io_sel;  
  wire [31:0] _GEN_2 = _T_21 ? $signed(io_oper1) : $signed(32'sh0);  
  wire [31:0] _GEN_3 = _T_20 ? $signed(io_oper1) : $signed(_GEN_2);  
  wire [31:0] _GEN_4 = _T_19 ? $signed(io_oper2) : $signed(_GEN_3);  
  wire  _GEN_5 = _T_17 & _T_18;  
  wire [31:0] _GEN_6 = _T_17 ? $signed(32'sh0) : $signed(_GEN_4);  
  wire  _GEN_7 = _T_15 ? _T_16 : _GEN_5;  
  wire [31:0] _GEN_8 = _T_15 ? $signed(32'sh0) : $signed(_GEN_6);  
  wire  _GEN_9 = _T_14 | _GEN_7;  
  wire [31:0] _GEN_10 = _T_14 ? $signed(32'sh0) : $signed(_GEN_8);  
  wire [63:0] _GEN_11 = _T_12 ? $signed(_T_13) : $signed({{32{_GEN_10[31]}},_GEN_10});  
  wire  _GEN_12 = _T_12 ? 1'h0 : _GEN_9;  
  wire [63:0] _GEN_13 = _T_8 ? $signed({{32{_T_11[31]}},_T_11}) : $signed(_GEN_11);  
  wire  _GEN_14 = _T_8 ? 1'h0 : _GEN_12;  
  wire [63:0] _GEN_15 = _T_4 ? $signed({{32{_T_3[31]}},_T_3}) : $signed(_GEN_13);  
  wire  _GEN_16 = _T_4 ? 1'h0 : _GEN_14;  
  wire [63:0] _GEN_17 = _T ? $signed({{32{_T_3[31]}},_T_3}) : $signed(_GEN_15);  
  assign io_comparisonResult = _T ? 1'h0 : _GEN_16;  
  assign io_result = _GEN_17[31:0];  
endmodule
==> deck_impl_summary.md <==
Flow Results at a Glance

Power and ir drop
  • Cell Int Power: about 2.0 mW
  • Total net switching power: 3.11 mW
  • IR Drop Worst-Case VDD: ~0.65 mV
  • Lkg Pwr: around 11 nW
  • Ratio of total power to cell area: approximately 230 mW/mm^2
  • Switching portion of total power: 60.7%

Place
  • Total half-perimeter wirelength after legalization and detailed placement: about 51000 um
  • Worst Setup Slack post-DPL: between 8000 and 9000 ps
  • Number of input and output port buffers inserted: a little over 100
  • Placer congestion estimate: around 1

GRT
  • Vias in the first global route: ~18000
  • Wire length of the first global-routing pass: between 100000 and 150000 um
  • Overall overflow remaining after global route: 0
  • Initial antenna violation count: 0
  • GRT Total Usage: 37.0%
  • Largest net degree at the start of global routing: 38

Floorplan
  • Chip area: between 0.04 and 0.05 mm^2
  • Placeable core region: between 0.04 and 0.05 mm^2
  • Die height: 204 um
  • Site row count: approximately 73
  • Floorplan core density: around half
  • Top-level I/O count: 105
  • Die X-Extent: 204 um

Yosys
  • Number of warnings issued by yosys: 0
  • Ranking of synthesized cells by instance count: inv_1 (482), fa_1 (410), and2_1 (308)
  • Top cell type by total area after synthesis: fa_1
  • Summed instance area of the synthesized netlist: approximately 0.020 mm^2
  • Count leader, synth: inv_1
  • Avg Inst Size Synth: approximately 8.3 um^2
  • Leading cell types by total area after synthesis: fa_1 (40%), ha_1 (13%), and2_1 (9.4%), inv_1 (8.8%), nand2_1 (3.9%)
  • Synthesis area per yosys: 0.0205 mm^2
  • Instance count of the mapped netlist: 2457
  • Cells in synth_stat.txt: between 2000 and 2500
  • Distinct lib cells used: ~71
  • Share of Yosys cell area claimed by the top area cell type: 40.0%
  • Post-synthesis sequential area ratio: 0%

Hold path
  • Hold/Removal Path Class: input pin to primary output
  • Hold Crit Start: io_sel[2]

Finish
  • Clock buffer cells: 0
  • Util after Layout: 55.2%
  • Post-synthesis to final-layout area growth: 7.90%
  • FF/Latch Area: 0 um^2
  • Number of flip-flops and latches: 0
  • Fraction of final layout cells with drive strength greater than 1: about 3.3%
  • Filler cells: 3721

STA
  • Tightest slew margin relative to the limit: 42.2%
  • Highest achievable clock rate: between 0.04 and 0.05 GHz
  • Final-layout setup total negative slack: 0 ps
  • Hold Fails Final Rpt: 0
  • Final Cycle Share: just over 70%
  • Time the final worst path needs with I/O delays and setup: a little over 20000 ps
  • Final-report max-slew violation count: 0
  • Setup repair after global routing missed its margin: no
  • Least setup slack across all paths after layout: around 8500 ps
  • Setup Viol. Count Final: 0
  • Transition time at the pin with the least slew margin: 865 ps

Setup path
  • Required @ worst endpoint: between 20000 and 25000 ps
  • Cell with the largest stage delay on the worst path: clkdlybuf4s50_1
  • Critical Path Start Type: input pin
  • Cell repeated most along the worst path: fa_1
  • Largest fanout on the critical path: 17
  • CP Data Arrival Time: ~15000 ps
  • CP Cell Sequence: clkdlybuf4s50_1 > buf_4 > and2_1 > fa_1 > fa_1 > inv_1 > fa_1 > fa_1 > inv_1 > fa_1 > fa_1 > fa_1 > fa_1 > ha_1 > and3_1 > a32oi_1 > a32oi_1 > a22o_1 > nor3_1 > o41ai_1 > xor2_1 > a221oi_1 > a211oi_1 > clkdlybuf4s50_1
  • Critical path's largest stage delay: about 1000 ps
  • Type of element capturing the critical path: primary output
  • Critical path class: input pin to primary output
  • Crit. Startpoint: io_oper2[2]

Job
  • Number of max-cap violations: 0
  • Number of warnings the tools reported: about 65

Clocking
  • Resized cells post-CTS: 0
  • Number of hold-repair buffers added at the cts stage: 0
  • Buffers inserted by post-CTS timing repair: 0

Drt
  • Final Routed Wirelength: 69100 um
  • Number of antenna-violating nets in the routed design: 0
  • Number of detailed-routing iterations run before antenna repair: 6
  • Drt drc: 0
  • Initial drt markers: approximately 1100
  • Average wire length per cell after detail routing: roughly 23 um
  • Routed vias: 17465
  • Post-detailed-route via-to-cell ratio: approximately 5.8

Outcome
  • Status: completed
[final timing paths]
check / to / slack (ps) / depth (start not counted)
setup / recovery: io_result[30] / 8520 / 24
hold / removal: io_comparisonResult / 12640 / 4
[stage by stage]
| step | cells | hold WS (ps) | cell area (um^2) | total power, mW |
|---|---|---|---|---|
| 3_3_place_gp | 3006 | 12640 | 22100 | 5.04 |
| 5_1_grt | 3006 | 12680 | 22100 | 5.65 |
| 6_report | 3007 | 12640 | 22100 | 5.13 |
| 4_1_cts | 3006 | 12640 | 22100 | 5.08 |
| 3_5_place_dp | 3006 | 12640 | 22100 | 5.03 |
| 2_1_floorplan | 2457 | 11760 | 20500 | 3.46 |
[metal layers]
metal  track usage [%]  wire length [um]  vias up
met4              11.0              2770        0
met1              57.1             29600     8766
li1                  -                 -     7796
met3              9.90              6830      118
met2              53.2             29900      785
met5                 0                 0        -
[power by group through the flow]
stage	Sequential [mW]	Clock [mW]	Combinational, mW
4_1_cts	0	0	5.08
5_1_grt	0	0	5.65
[final cells by class]
| class | count | area [um^2] | area share [%] |
|---|---|---|---|
| inverter | 483 | 1810 | 8.20 |
| tap | 525 | 657 | 2.97 |
| antenna | 1 | 2.50 | 0.0113 |
| timing repair buffer | 160 | 1460 | 6.60 |
| multi-input combinational | 1838 | 18200 | 82.2 |
[critical path: cells and delay by family]
kind | cells | cell delay (ps)
AND-OR/OR-AND | 6 | 1550
XOR/XNOR | 1 | 460
adder cells (fa/ha/maj) | 9 | 4350
buffers and inverters | 5 | 2120
AND/OR/NAND/NOR | 3 | 510
[cell families (layout without fill, tap and decap cells)]
logic type,after synthesis,after routing,synth area share [%]
muxes,6,6,0.293
buffers and inverters,619,643,11.4
AOI/OAI and AO/OA,370,370,12.7
adders and majority gates,623,623,53.0
and+or+nand+nor,756,756,18.9
xor gates and xnor gates,83,83,3.61
other,0,1,0
[placed cells by master, fill, tap and decap left out, types with 11 or more instances in the layout]
| cell | n |
|---|---|
| inv_1 | 482 |
| fa_1 | 410 |
| and2_1 | 308 |
| ha_1 | 213 |
| nand2_1 | 212 |
| nor2_1 | 121 |
| clkdlybuf4s50_1 | 103 |
| a21oi_1 | 86 |
| xnor2_1 | 65 |
| buf_4 | 57 |
| o21ai_0 | 54 |
| a221oi_1 | 20 |
| a211oi_1 | 19 |
| a21o_1 | 17 |
| or3_1 | 17 |
| xor2_1 | 17 |
| a221o_1 | 17 |
| nand2b_1 | 17 |
| nor3_1 | 16 |
| a31oi_1 | 15 |
| nand3_1 | 14 |
| o21bai_1 | 13 |
| o221ai_1 | 12 |
| a222oi_1 | 11 |
No activity file was given, so power comes from the tool's default toggle rates.
