`./config.mk`:
```
export PLATFORM = sky130hd
export DESIGN_NAME = ProgramCounter
export DESIGN_NICKNAME = ProgramCounter
export VERILOG_FILES = /design/flow/design.v
export SDC_FILE = /design/flow/constraint.sdc
export NUM_CORES = 4
export LEC_CHECK = 1
export CORE_AREA = 10 10 81 81
export DIE_AREA = 0 0 91 91
```
`./design.v`:
```
module ProgramCounter(
  input         clock,
  input         reset,
  input         io_stop,
  input         io_jump,
  input         io_run,
  input  [15:0] io_programCounterJump,
  output [15:0] io_programCounter
);
  reg [15:0] countReg;  
  wire [15:0] adderOutput = countReg + 16'h1;  
  wire  _T_1 = ~io_run;  
  wire  stopped = io_stop | _T_1;  
  assign io_programCounter = countReg;  
  always @(posedge clock) begin
    if (reset) begin
      countReg <= 16'h0;
    end else if (!(stopped)) begin
      if (io_jump) begin
        countReg <= io_programCounterJump;
      end else begin
        countReg <= adderOutput;
      end
    end
  end
endmodule
```
`./constraint.sdc`:
```
current_design ProgramCounter

set clk_period 3.0
set clk_io_pct 0.2

create_clock -name clk0 -period $clk_period [get_ports {clock}]

set non_clock_inputs [all_inputs -no_clocks]
set_input_delay [expr $clk_period * $clk_io_pct] -clock clk0 $non_clock_inputs
set_output_delay [expr $clk_period * $clk_io_pct] -clock clk0 [all_outputs]
```
`./run.sh`:
```
#!/bin/bash
# OpenROAD 26Q1-2900-gdf79404cd8, Yosys 0.63+post, stock flow scripts
make -C /OpenROAD-flow-scripts/flow DESIGN_CONFIG=/design/flow/config.mk WORK_HOME=/design/flow/orfs finish
```
==> run notes <==
The layout was made with Yosys and OpenROAD.

The run finished with clean final reports. Before placement the cells fill roughly 22% of the core. The die area is about 8300 um^2.

The switching power is 0.1361 mW. Counting the warning lines in the Yosys log gives 1. The tightest min-delay check is of the flop to flop type. The synthesized netlist was found by Yosys to have ~140 cells. The signed area change from the synthesized netlist to the final layout is 44.63%. The clock root buffer is clkbuf_8. Once detail routing completed, the nets flagged for antenna violations numbered 0. The maximum operating frequency is between 400 and 500 MHz. In the layout the commonest cells are clkdlybuf4s50_1 (36), nand2_1 (19), dfxtp_1 (16). For this run, the detailed router's first-pass iteration total came to 4.

The detail-routed net length per standard cell is ~14 um. Per the detail_route report, vias per standard cell equal 4.704. The analysis reports a worst IR drop on VDD of around 0.24 mV. Looking at the critical path, the highest net fanout was 22. The leakage component of the power was reported as ~0.46 nW.

Synthesis produced a netlist whose cell count is between 100 and 150. The I/O pin count is 37. The number of clock buffers inserted by TritonCTS is 3. The total area inside the core boundary comes to approximately 4800 um^2. The transition time recorded at the tightest slew-check pin is between 0.6 and 0.7 ns. Max-slew check failures listed in the final report amount to 0.

For this block, the initial DRC count from the detailed router was 96. Setup repair after global routing left no endpoint under its margin. In this run the mean area of a mapped cell was 7.463 um^2. The final HPWL from detailed placement is around 2400 um. The number of max-cap violations is 0. The number of placement rows is 25. The horizontal die dimension is 91 um. The summed negative setup slack over all endpoints is 0 ns. The chip area from the yosys synthesis statistics is 1060 um^2. The register bit total from synthesis is 16. The repair_antennas step left the layout with diodes totalling 0. The ratio of cells with drive above 1 in the final layout is between 7 and 8%. For this design the ratio of total power to cell area is 348.6 nW/um^2. In the post-route report, total wirelength is listed as between 3000 and 4000 um. The number of warnings in the stage logs is 25. The CTS clock-pin slew for the worst setup and hold paths is 0.07 ns. The number of flip-flops in the largest register is 16. The sort of element at the end of the critical path is a flop. Combinational logic burns between 10% and 20% of the power. The total overflow left after global routing is 0. At the worst endpoint, the arrival time is between 2 and 2.5 ns. Once layout is complete, the cells apart from fillers number 240. By instance count after routing, the leading logic cell type is clkdlybuf4s50_1.

Clock latency on the worst-skew pair, taken at its later pin, is 0.25 ns. The async set-reset flop share out of synthesis is 0%. The routed layout has ~1100 vias. The filler cell count in the final layout is roughly 540. The clock passes through at most 2 buffers.

Among all stages on the critical path, the maximum delay recorded is 0.79 ns. Switching power as a fraction of the total was reported as between 20% and 30%. The global router's overall resource usage is just over 8%. The number of enable-type register cells in the synthesized netlist is 0. The worst-path cell with the longest stage delay is clkdlybuf4s50_1. Once the clock tree was built, the setup fixing pass inserted 0 buffers. The height of the die is 91 um. The number of resized instances in the post-cts repair step is 0. The sequential group share of total power is ~45%.

Clock skew on the completed layout was measured at approximately 0.0042 ns. The headroom to the max-slew limit is between 50% and 60%. Walking the worst path, the cells encountered are clkdlybuf4s50_1 > buf_4 > nor3b_1 > a21oi_1 > a2bb2oi_1 > nor2_1. The hold violation count in the final report is 0.

The internal power consumption is about 0.40 mW. The final report lists the setup-violating endpoint count as 0. The maximum number of pins on one net before global-route repair is 23. The post-CTS hold buffer count recorded in the log is 0. The portion of the post-synthesis area used by sequential elements is between 30 and 40%. The post-detailed-placement cell area is 1478 um^2. The path type of the worst setup path is input port to flop. More flip-flops sit in one register than any other, and that register is countReg. The largest registers in the layout are countReg (16). After routing the design area is ~1500 um^2. The number of global-route vias before repair is between 1000 and 1500. The synthesized netlist occupies a cell area of 1060 um^2. The number of buffer cells added on primary ports is 36. The clock sink count is 16.

For the worst setup path, the data required time is between 3 and 4 ns. The number of remaining DRC errors is 0. The clock group share of total power is 37.0%.

The number of antenna violations at the first check in global routing came to 0. The congestion estimate from routability-driven global placement came to between 0.8 and 0.9. The first global-routing pass estimated 5823 um of wire. The number of placed instances, taps included, is around 240. The total number of H-tree levels is 1.

The TritonCTS clock tree is yes. The minimum clock period after layout is 2.033 ns. The flip-flop cell with the highest count after synthesis is dfxtp_1. In the Yosys stats the netlist draws on 37 distinct library cells.

The final critical-path share of the clock period is approximately two thirds. The worst setup path is launched from an input port.
[path summary, 6_finish.rpt]
path / start / end / slack, ns / depth (start not counted)
setup / recovery: io_jump / countReg[2] / 0.97 / 6
hold / removal: countReg[10] / countReg[10] / 0.52 / 2
setup reg to reg: countReg[0] / countReg[10] / 1.20 / 5
hold reg to reg: countReg[10] / countReg[10] / 0.52 / 2
[critical path, delay by kind of cell]
| kind | cells | cell delay [ns] |
|---|---|---|
| AND/OR/NAND/NOR | 2 | 0.13 |
| buffers and inverters | 2 | 1.13 |
| AND-OR/OR-AND | 2 | 0.29 |
[layer usage]
metal / up-vias / routed length (um) / track usage, %
li1: 591 / - / -
met2: 31 / 1485 / 12.95
met5: - / 0 / 0
met4: 0 / 34 / 0.7833
met1: 503 / 1616 / 11.46
met3: 4 / 189 / 2.407
[power by group through the flow]
stage | Sequential, mW | Clock, mW | Combinational, mW
after CTS | 0.240 | 0.203 | 0.0987
after global routing | 0.243 | 0.214 | 0.109
final | 0.240 | 0.197 | 0.0969
[cell families (layout without fill, tap and decap cells)]
logic type | count (synthesis) | after routing | synth area share, %
simple gates | 65 | 65 | 33.88
compound gates | 36 | 36 | 22.20
buf+inv | 18 | 49 | 6.729
flops | 16 | 16 | 30.22
mux | 6 | 6 | 5.785
fa+ha+maj | 1 | 1 | 1.180
[through the flow]
stage               utilization (%)  setup slack [ns]  hold slack, ns  power [mW]
floorplan                         -             1.378          0.4667      0.2837
global placement              30.68            0.7275          0.5089      0.3436
detailed placement            30.68            0.7281          0.5075      0.3429
CTS                           31.82            0.9925          0.5204      0.5421
global route                  31.82            0.8862          0.5612      0.5654
finish                        31.82            0.9673          0.5187      0.5343
[final cells by class]
class                      instances  area, um^2  share of cell area [%]
inverter                           6       22.52                   1.469
timing repair buffer              39       382.9                   24.98
multi-input combinational        108       668.1                   43.59
clock buffer                       4       55.05                   3.592
tap                               67       83.83                   5.469
sequential                        16       320.3                   20.90
[Yosys cell counts (2+ instances only)]
master / n / share of area, %
nand4_4: 2 / 4.0
o31ai_1: 2 / 1.4
a211oi_1: 2 / 1.4
dfxtp_1: 16 / 30
nor2b_1: 3 / 1.8
nand2_1: 19 / 6.7
clkbuf_1: 8 / 2.8
a221oi_1: 3 / 2.5
nand3_1: 13 / 6.1
nor4_1: 3 / 1.8
buf_2: 2 / 0.94
a21oi_1: 4 / 1.9
or3_1: 4 / 2.4
inv_1: 5 / 1.8
nor3_1: 7 / 3.3
nand4_1: 2 / 1.2
or4_1: 2 / 1.4
o21ai_0: 9 / 4.2
a31oi_1: 8 / 4.7
nor2_1: 6 / 2.1
mux2i_1: 5 / 4.7
o41ai_1: 2 / 1.7
Power is estimated from default activity; no workload was simulated.
